==> design/flow/design.v <==
    `timescale 1ps/1ps
module alu_dp (A,B,ALU_OP,ZERO,ALU_RES);
    input [31:0] A,B;
    input [2:0] ALU_OP;
    output reg [31:0] ALU_RES;
    output ZERO;
    always @(A,B,ALU_OP)
        case(ALU_OP)
            3'd0: ALU_RES = A + B;
            3'd1: ALU_RES = A + (~B + 1'b1);
            3'd2: ALU_RES = A & B;
            3'd3: ALU_RES = A | B;
            default: ALU_RES=32'd0;
        endcase
    assign ZERO = ~(|ALU_RES);
endmodule
module alu_ctrlr(aluop,func,ALU_OP);
    input [1:0] aluop;
    input [5:0] func;
    output reg [2:0] ALU_OP;
    reg[2:0] cnd;
    always @(func) begin
        case(func)
            6'b100000: cnd=3'd0;
            6'b100010: cnd=3'd1;
            6'b100100: cnd=3'd2;
            6'b100101: cnd=3'd3;
            6'b101010: cnd=3'd1;
            6'b001000: cnd=3'd7;
            default: cnd=3'd7;
        endcase
    end
    always @(aluop,cnd) begin
        if(aluop==2'd0)
            ALU_OP <= 3'd0;
        else if(aluop==2'd1)
            ALU_OP <= 2'd1;
        else if(aluop==2'd3)
            ALU_OP <= 3'd7;
        else
            ALU_OP <= cnd;
    end
endmodule
==> design/flow/run.sh <==
#!/bin/bash
# OpenROAD 26Q1-2900-gdf79404cd8, Yosys 0.63+post, stock flow scripts
make -C /OpenROAD-flow-scripts/flow DESIGN_CONFIG=/design/flow/config.mk WORK_HOME=/design/flow/orfs finish
==> design/flow/config.mk <==
export PLATFORM = sky130hd
export DESIGN_NAME = alu_dp
export DESIGN_NICKNAME = alu_dp
export VERILOG_FILES = /design/flow/design.v
export SDC_FILE = /design/flow/constraint.sdc
export NUM_CORES = 4
export LEC_CHECK = 1
export CORE_UTILIZATION = 50
==> design/flow/constraint.sdc <==
current_design alu_dp

set clk_period 16.7
set clk_io_pct 0.2

create_clock -name clk0 -period $clk_period

set non_clock_inputs [all_inputs -no_clocks]
set_input_delay [expr $clk_period * $clk_io_pct] -clock clk0 $non_clock_inputs
set_output_delay [expr $clk_period * $clk_io_pct] -clock clk0 [all_outputs]
==> flow_summary.ini <==
; physical design summary
[status]
status = completed

[sta]
worst_slack_ns = 5.403
tns_ns = 0
setup_violations = 0
finalHoldViolCount = 0
worst_slew_pin_slew_ns = 0.7834
rsz0062_at_grt = no
slew_violations = 0
max-slew-margin-rel_pct = 47.77
fin_crit_sh_pct = 67.65
period_minus_slack_ns = 11.30
fmax_mhz = 88.52

[synth]
netlist_area_um2 = 5670
synth.area.top_cells = ha_1, a21oi_1, inv_1
syn_avg_cell_area_um2 = 6.609
synth_cell_type_count = 82
synthCells = 858
top_area_share_pct = 22.95
ys_seq_share_pct = 0
yosysChipArea_um2 = 5670
yosys_cells = 858
yosysTopAreaCell = ha_1
synth_warnings = 1

[cts]
post_cts_buffers = 0
hold_buffers = 0
cts_resized = 0

[drt]
wl_um = 21810
antenna-diode-count = 0
vias = 6879
routedWlPerCell_um = 20.69
drc = 0
firstDrtPassIters = 5
ant_nets = 0
initialDrtViolationCount = 680
vias_per_cell = 6.527

[place]
place_ws_ns = 5.493
dpl_cell_area_um2 = 6663
io_buffers = 100
dp.cells = 1054
hpwl_um = 17540
gp_congestion = 1.026

[critical_path]
crit_chain = clkdlybuf4s50_1 > ha_1 > inv_1 > fa_1 > mux2i_1 > xnor2_1 > a22o_1 > or4_1 > nor3_1 > nor4b_1 > nand4b_1 > nor4_1 > nand4_1 > nor3_2 > clkdlybuf4s50_1
cp_common_cell = clkdlybuf4s50_1
critPathLaunch = B[0]
critPathArrivalTime_ns = 7.96
max_stage_delay_ns = 0.53
crit_type = in2out
crit_required_ns = 13.36
cp_max_fo = 4
endpoint_kind = output port
cp_top_family = simple AND/OR/NAND/NOR gates
cp-start-kind = input port
crit_buf_inv = 3
crit_slowest_cell = or4_1

[flow_run]
warning_count = 105
maxCapViolations = 0

[hold_path]
min-delay-start = ALU_OP[0]
hold_class = in2out

[die]
pin_count = 100
die_width_um = 108.5
core_um2 = 10940
rows = 38
chipArea_um2 = 11770
fp_util_pct = 51.85
die_h_um = 108.5

[layout]
fin_cells = 1054
combGateArea_um2 = 5086
seqCellArea_um2 = 0
drive_above_1_share_pct = 3.939
design_area_um2 = 6663
num-clock-buffers = 0
fillers = 962
seq_cell_count = 0
area_delta_synth_final_pct = 17.50

[grt]
grt_pass1_vias = 6417
track_usage_pct = 38.16
antenna_found_initial = 0
gr-total-overflow = 0
grt_max_degree = 52
grt_pass1_wl_um = 34570

[pwr]
peakVddDrop_uv = 24.39
total_power_mw = 0.2340
p_per_area_nw_per_um2 = 35.12
leakagePower_nw = 2.947
layout make-up:
class | instances | area share (%)
inverters | 96 | 5.408
multi-input cells | 712 | 76.34
well taps | 140 | 2.629
repair buffers | 106 | 15.62
cells by family (layout without fill, tap and decap cells):
kind of cell | after synthesis | in the layout | synth area share [%]
XOR/XNOR | 18 | 18 | 2.780
AND-OR/OR-AND | 315 | 315 | 38.42
multiplexers | 10 | 10 | 1.986
adder cells (fa/ha/maj) | 106 | 106 | 23.65
buffers and inverters | 146 | 202 | 10.30
AND/OR/NAND/NOR | 263 | 263 | 22.86
cells in the mapped netlist, drive strengths merged (7+ instances only):
| library cell | n |
|---|---|
| inv | 96 |
| xnor2 | 14 |
| a21o | 10 |
| nor2b | 10 |
| o211ai | 13 |
| o21bai | 13 |
| o21ai | 60 |
| clkbuf | 24 |
| nand4 | 21 |
| a211o | 8 |
| nand2 | 59 |
| nor2 | 75 |
| ha | 104 |
| a211oi | 14 |
| nand3 | 18 |
| nor4 | 11 |
| buf | 26 |
| and2 | 8 |
| a21oi | 88 |
| mux2i | 9 |
| a2111oi | 7 |
| a31oi | 7 |
| a21boi | 7 |
| o22ai | 10 |
| nor3 | 31 |
| o31ai | 15 |
report_power, final:
group | total [mW] | internal [mW] | leakage (nW) | switching (mW)
sequential | 0 | 0 | 0 | 0
clock | 0 | 0 | 0 | 0
combinational | 0.234 | 0.0960 | 2.95 | 0.138
total | 0.234 | 0.0960 | 2.95 | 0.138
cell usage in the layout (no fill, tap or decap), types with 9 or more instances in the layout:
master           netlist  routed
a211oi_1              13      13
a21o_1                10      10
a21oi_1               86      86
clkdlybuf4s50_1        0      99
ha_1                 104     104
inv_1                 93      93
mux2i_1                9       9
nand2_1               58      58
nand3_1               18      18
nand4_1               21      21
nor2_1                75      75
nor2b_1                9       9
nor3_1                30      30
nor4_1                 9       9
o211ai_1              12      12
o21ai_0               52      52
o21bai_1              13      13
o22ai_1               10      10
o31ai_1               15      15
xnor2_1               14      14
path summary, 6_finish.rpt:
| kind | to | depth (start not counted) | slack (ns) |
|---|---|---|---|
| max | ZERO | 15 | 5.40 |
| min | ALU_RES[12] | 4 | 7.81 |
stage by stage:
| stage | hold WS [ns] | utilization [%] |
|---|---|---|
| after detailed placement | 7.786 | 60.93 |
| after global placement | 7.748 | 60.93 |
| after global routing | 7.899 | 60.93 |
| after CTS | 7.785 | 60.93 |
| after floorplan | 6.866 | - |
| final | 7.814 | 60.93 |
layer usage:
metal	GRT usage, %	vias to the layer above	wire, µm
met5	0	-	0
met4	10.91	0	704
met2	60.26	383	9742
li1	-	3262	-
met3	5.644	59	2027
met1	53.75	3175	9334
No activity file was given, so power comes from the tool's default toggle rates.

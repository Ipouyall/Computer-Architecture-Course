`design/flow/design.v`:
```
    `timescale 1ps/1ps
module Mux2to1 #(parameter N=16)(s, a, b, out);
	input s;
	input [N-1:0]a,b;
	output [N-1:0]out;
	assign out = s ? b : a;
endmodule
module Mux3to1 #(parameter N=16)(s, a, b, c, out);
		input [1:0]s;
		input [N-1:0]a,b,c;
		output reg[N-1:0]out;
	always @(s, a, b, c)begin
		case (s)
			2'b00 : out = a;
			2'b01 : out = b;
			2'b10 : out = c;
			default : out = 0;
		endcase
	end
endmodule
module Register(clk,rst,ld,in,out);
    input clk,rst,ld;
    input [15:0]in;
    output reg [15:0]out;
    always @(posedge clk, posedge rst)
        if(rst)
            out<=16'd0;
        else if(ld)
             out<=in;
endmodule
module Sign_extend(in,out);
    input [11:0]in;
    output [15:0]out;
    assign out = {{4{in[11]}}, in};
endmodule
```
`design/flow/run.sh`:
```
#!/bin/bash
# OpenROAD 26Q1-2900-gdf79404cd8, Yosys 0.63+post, stock flow scripts
make -C /OpenROAD-flow-scripts/flow DESIGN_CONFIG=/design/flow/config.mk WORK_HOME=/design/flow/orfs finish
```
`design/flow/config.mk`:
```
export PLATFORM = sky130hd
export DESIGN_NAME = Mux3to1
export DESIGN_NICKNAME = Mux3to1
export VERILOG_FILES = /design/flow/design.v
export SDC_FILE = /design/flow/constraint.sdc
export NUM_CORES = 4
export LEC_CHECK = 1
export CORE_AREA = 10 10 70 70
export DIE_AREA = 0 0 80 80
```
`design/flow/constraint.sdc`:
```
current_design Mux3to1

set clk_period 2.8
set clk_io_pct 0.2

create_clock -name clk0 -period $clk_period

set non_clock_inputs [all_inputs -no_clocks]
set_input_delay [expr $clk_period * $clk_io_pct] -clock clk0 $non_clock_inputs
set_output_delay [expr $clk_period * $clk_io_pct] -clock clk0 [all_outputs]
```
==> results.json <==
{
  "max-vdd-ir-drop_mv": 0.0473,
  "count_of_port_buffers_added_during_placement": 66,
  "die_h_um": 80,
  "finalHoldViolations": 0,
  "initCoreUtil_pct": 11.2,
  "seq_area_sq_um": 0,
  "timing.critical_path.required_ps": 2240,
  "drt_drc_violations_left": 0,
  "top_level_pins": 66,
  "yosys_cells": 39,
  "maxCapViolCount": 0,
  "replace_congestion": 0.846,
  "grt_setup_unrepaired": "false",
  "post_route_cells_drive_above_1_share_pct": 4.85,
  "wl_per_cell_um": 15.0,
  "timing.hold.ws_ps": 2030,
  "via_count_of_the_first_global_routing_pass": 645,
  "fp.dieW_um": 80,
  "critical_path_peak_fanout": 10,
  "synthDistinctLibCells": 6,
  "grt_overflow_total": 0,
  "grt_max_degree": 17,
  "placeableCoreArea_sq_mm": 0.00342,
  "layout_overhead_on_the_synthesized_area_pct": 185,
  "holdCritPathClass": "in2out",
  "worstSetupPathType": "in2out",
  "clkbuf_count": 0,
  "post_synth_main_area_contributors": "sky130_fd_sc_hd__mux2i_1, sky130_fd_sc_hd__o2bb2ai_1, sky130_fd_sc_hd__buf_6",
  "grt_antenna_before_repair": 0,
  "synth.cell_area_sq_um": 382,
  "post_cts_resize_count": 0,
  "worstSetupStartpointType": "input port",
  "post-synth-top-area-fraction_pct": 42.0,
  "yosys.stat.seqShare_pct": 0,
  "ctsHoldBuffers": 0,
  "synthesis.yosys.warnings": 1,
  "synth_top_cell_by_area": "sky130_fd_sc_hd__mux2i_1",
  "ys_area_sq_um": 382,
  "timing.max_slew.rel_slack_pct": 88.5,
  "dr.first_iter.drc_count": 3,
  "cellPowerDensity_mw_per_mm2": 144,
  "number_of_setup_buffers_added_after_cts": 0,
  "dpl_cell_area_sq_mm": 0.00107,
  "synthesis.area_per_instance_sq_um": 9.79,
  "status": "finished, final reports clean",
  "power.static_leakage_uw": 0.000411,
  "vias": 572,
  "insertedDiodeCount": 0,
  "worst_slack_ps": 139,
  "post_drt_via_cell_ratio": 3.84,
  "netlist_instances": 39,
  "final.min_clock_period_ps": 2660,
  "worst_setup_path_end_kind": "primary output",
  "stdcell_area_sq_mm": 0.00109,
  "grtUsageTotal_pct": 6.35,
  "row_count": 21,
  "grt_pass1_wl_mm": 3.30,
  "slew_viol_final": 0,
  "antenna_left": 0,
  "design_power_total_uw": 157,
  "setup-tns-final_ps": 0,
  "timing.final.crit_share_pct": 95.0,
  "final.fill_count": 360,
  "tool_warnings": 32,
  "nFlopsAndLatches": 0,
  "cp_data_arrival_time_ps": 2100,
  "setup_violations": 0,
  "die_area_sq_mm": 0.00640,
  "wl_mm": 2.24,
  "preCtsSetupSlack_ps": 39.8,
  "drt_pre_antenna_iters": 2,
  "max_freq_ghz": 0.376,
  "max_slew.worst_pin.slew_ps": 168
}
[placed cells by master (no fill, tap or decap)]
| cell type | n |
|---|---|
| sky130_fd_sc_hd__clkdlybuf4s50_1 | 66 |
| sky130_fd_sc_hd__mux2i_1 | 16 |
| sky130_fd_sc_hd__buf_4 | 2 |
| sky130_fd_sc_hd__o2bb2ai_1 | 16 |
| sky130_fd_sc_hd__buf_12 | 2 |
| sky130_fd_sc_hd__nor2b_4 | 1 |
[worst max-delay path, stage by stage]
cell                              delay [ps]
sky130_fd_sc_hd__clkdlybuf4s50_1         460
sky130_fd_sc_hd__buf_4                   200
sky130_fd_sc_hd__buf_12                  170
sky130_fd_sc_hd__mux2i_1                  80
sky130_fd_sc_hd__o2bb2ai_1               150
sky130_fd_sc_hd__clkdlybuf4s50_1         490
[routing by layer]
metal / track usage, % / up-vias / wire length [um]
met5: 0 / - / 0
met1: 7.91 / 242 / 969
li1: - / 289 / -
met3: 3.75 / 0 / 343
met2: 9.79 / 41 / 927
met4: 0 / 0 / 0
[cells in the mapped netlist (all sizes together)]
library cell / number
buf: 5
clkbuf: 1
mux2i: 16
nor2b: 1
o2bb2ai: 16
[per-stage QoR]
stage | utilization [%] | instances
4_1_cts | 31.2 | 148
5_1_grt | 31.8 | 149
6_report | 31.8 | 149
2_1_floorplan | - | 39
3_3_place_gp | 31.2 | 148
3_5_place_dp | 31.2 | 148
[where the power goes]
group,switching [uW],internal (uW),total (uW)
Combinational,38.3,119,157
Clock,0,0,0
Sequential,0,0,0
Total,38.3,119,157
[layout make-up]
class | count | area, sq um | area share, %
multi-input cells | 33 | 314 | 28.9
well taps | 46 | 57.6 | 5.29
repair buffers | 70 | 716 | 65.8
[path summary, 6_finish.rpt]
check | from | to | slack [ps] | cells past startpoint
setup / recovery | s[1] | out[6] | 140 | 6
hold / removal | b[8] | out[8] | 2030 | 3
[logic make-up (layout without fill, tap and decap cells)]
| kind of cell | count (synthesis) | in the layout | synth area share [%] |
|---|---|---|---|
| AND-OR/OR-AND | 16 | 16 | 36.7 |
| buffers and inverters | 6 | 70 | 17.7 |
| multiplexers | 16 | 16 | 42.0 |
| AND/OR/NAND/NOR | 1 | 1 | 3.61 |
Power is estimated from default activity; no workload was simulated.
